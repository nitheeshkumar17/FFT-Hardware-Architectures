==> flow/design.v <==
`timescale 1ns / 1ps
module basic_shuffler(
    input [31:0] a,
    input [31:0] b,
	 input sel,clk,
    output [31:0] a1,
    output [31:0] b1
    );
wire [31:0] a2,a3,b2,b3,b4;
buf88 M2 (.a(b),.clk(clk),.a1(b3));
mux_2x1 M3 (.data0(a),.data1(b3),.sel(sel),.data_out(a3));
buf88 M4 (.a(a3),.clk(clk),.a1(a1));
mux_2x1 M5 (.data0(b3),.data1(a),.sel(sel),.data_out(b4));
buf87 M6 (.a(b4),.clk(clk),.a1(b1));
endmodule
`timescale 1ns / 1ps
module buf87(
    input [31:0] a,
    input clk,
    output reg [31:0] a1
    );
always @(negedge clk) begin
a1<=a;
end
endmodule
`timescale 1ns / 1ps
module buf88(
    input [31:0] a,
    input clk,
    output reg [31:0] a1
    );
reg [31:0] a2;
always @(negedge clk) begin
a2<=a;
a1<=a2;
end
endmodule
`timescale 1ns / 1ps
module buf89(
    input [31:0] a,
    input clk,
    output reg [31:0] a1
    );
reg [31:0] a2 [0:1];
always @(negedge clk) begin
a2[0]<=a;
a2[1]<=a2[0];
a1<=a2[1];
end
endmodule
`timescale 1ns / 1ps
module buf90(
    input [31:0] a,
    input clk,
    output reg [31:0] a1
    );
always @(negedge clk) begin
a1<=a;
end
endmodule
module buf91 (
	input [31:0] a,
	input clk,
	output reg [31:0] a1
	);
reg [31:0] a2 [0:7];
always @(negedge clk) begin
a2[0]<=a;
a2[1]<=a2[0];
a2[2]<=a2[1];
a2[3]<=a2[2];
a2[4]<=a2[3];
a2[5]<=a2[4];
a2[6]<=a2[5];
a2[7]<=a2[6];
a1<=a2[7];
end
endmodule
`timescale 1ns / 1ps
module mux_2x1(
    input [31:0] data0,
    input [31:0] data1,
    input sel,
    output [31:0] data_out
    );
reg [31:0] out;
assign data_out=out;
always @(data0,data1,sel) begin
if (sel==1) begin
out<=data1;
end
else if (sel==0) begin
out<=data0;
end
else begin
out<=32'bx;
end
end
endmodule
`timescale 1ns / 1ps
module shuffler(
    input [31:0] a,
    input [31:0] b,
    input [31:0] c,
    input clk2,
    input sel,sel1,sel4,sel2,sel7,
    output [31:0] a1,
    output [31:0] c1
    );
wire [31:0] b3,c3,b2,c2,a2,a4,b4,b5,a5,a6;
wire [31:0] b6,a7,b7,c4,c5,a8,a9,b9,a10,b10,c11,c12,c13;
buf90 M7 (.a(a),.clk(clk2),.a1(a2));
mux_2x1 M8 (.data0(a),.data1(a2),.sel(sel1),.data_out(a4));
mux_2x1 M9 (.data0(a2),.data1(a),.sel(sel1),.data_out(b2));
buf90 M0 (.a(b),.clk(clk2),.a1(b3));
mux_2x1 M10 (.data0(b3),.data1(b),.sel(~sel4),.data_out(b4));
buf88 M11 (.a(b4),.clk(clk2),.a1(b5));
buf90 M20 (.a(a4),.clk(clk2),.a1(a8));
buf90 M1 (.a(c),.clk(clk2),.a1(c3));
buf88 M27 (.a(c3),.clk(clk2),.a1(c11));
mux_2x1 M18 (.data0(c3),.data1(c),.sel(~sel4),.data_out(c4));
buf88 M19 (.a(c4),.clk(clk2),.a1(c5));
mux_2x1 M2 (.data0(a8),.data1(b5),.sel(sel),.data_out(a9));
mux_2x1 M3 (.data0(b2),.data1(c5),.sel(sel),.data_out(b9));
buf88 M21 (.a(a9),.clk(clk2),.a1(a10));
buf88 M22 (.a(b9),.clk(clk2),.a1(b10));
mux_2x1 M23 (.data0(b10),.data1(a10),.sel(sel4),.data_out(a1));
mux_2x1 M25 (.data0(a2),.data1(c11),.sel(sel2),.data_out(c12));
buf90 M28 (.a(c12),.clk(clk2),.a1(c13));
mux_2x1 M29 (.data0(a9),.data1(c13),.sel(sel7),.data_out(c1));
endmodule
module three_shuffler (
	input [31:0] a,b,c,
	input clk,sel,sel1,sel2,sel3,sel4,sel5,sel6,sel7,
	output [31:0] ao,bo,co
	);
wire [31:0] a1,a2,a3,a4,b1,b2,b3,c1,c2,c3,b4,b5;
buf88 M0 (.a(a),.clk(clk),.a1(a1));
buf90 M1 (.a(a1),.clk(clk),.a1(a2));
two M10 (.a(a),.b(b),.c(c),.clk(clk),.sel(sel5),.sel1(sel6),.b1(b5));
basic_shuffler M2 (.a(b),.b(c),.clk(clk),.sel(sel1),.a1(b1),.b1(c1));
buf88 M3 (.a(a2),.clk(clk),.a1(a3));
buf88 M4 (.a(b1),.clk(clk),.a1(b2));
buf88 M5 (.a(c1),.clk(clk),.a1(c2));
shuffler M6 (.a(a3),.b(b2),.c(c2),.clk2(clk),.sel(sel),.sel1(sel1),.sel4(sel4),.sel2(sel2),.sel7(sel7),.a1(a4),.c1(c3));
buf89 M7 (.a(a4),.clk(clk),.a1(ao));
buf91 M8 (.a(b5),.clk(clk),.a1(bo));
buf88 M9 (.a(c3),.clk(clk),.a1(co));
endmodule
module two (
	input [31:0] a,b,c,
	input clk,sel,sel1,
	output [31:0] b1
	);
wire [31:0] b2,b3,c2;
buf88 M0 (.a(b),.clk(clk),.a1(b2));
mux_2x1 M1 (.data0(a),.data1(b2),.sel(sel),.data_out(b3));
buf89 M2 (.a(c),.clk(clk),.a1(c2));
mux_2x1 M3 (.data0(b3),.data1(c2),.sel(sel1),.data_out(b1));
endmodule
==> flow/run.sh <==
#!/bin/bash
# OpenROAD 26Q1-2900-gdf79404cd8, Yosys 0.63+post, stock flow scripts
make -C /OpenROAD-flow-scripts/flow DESIGN_CONFIG=/design/flow/config.mk WORK_HOME=/design/flow/orfs finish
==> flow/config.mk <==
export PLATFORM = sky130hd
export DESIGN_NAME = three_shuffler
export DESIGN_NICKNAME = three_shuffler
export VERILOG_FILES = /design/flow/design.v
export SDC_FILE = /design/flow/constraint.sdc
export NUM_CORES = 4
export LEC_CHECK = 1
export CORE_UTILIZATION = 40
==> flow/constraint.sdc <==
current_design three_shuffler

set clk_period 1.5
set clk_io_pct 0.2

create_clock -name clk0 -period $clk_period [get_ports {clk}]

set non_clock_inputs [all_inputs -no_clocks]
set_input_delay [expr $clk_period * $clk_io_pct] -clock clk0 $non_clock_inputs
set_output_delay [expr $clk_period * $clk_io_pct] -clock clk0 [all_outputs]
==> out/qor.json <==
{
  "synthDistinctLibCells": 14,
  "logic_area_mm2": 0.00539,
  "fp.dieH_um": 295,
  "synthesis.area_per_instance_um2": 17.1,
  "via_per_inst": 3.79,
  "power_frac_comb_pct": 2.7,
  "number_of_synthesized_flops_with_an_enable_pin": 0,
  "maxSlewHeadroom_pct": 79.8,
  "cell_area_after_technology_mapping_mm2": 0.0344,
  "worst_pin_slew_ns": 0.300,
  "number_of_antenna_violations_at_the_first_check_in_global_routing": 2,
  "top_cell_area_share_pct": 85.8,
  "number_of_cells_in_yosys_stat": 2008,
  "ys_ff": 1472,
  "critPathKind": "flop to output pin",
  "synthArstFlopShare_pct": 0,
  "critical_path_buf_inv_count": 1,
  "clock_sinks": 1472,
  "startpoint_type": "flop",
  "final.fill_count": 6349,
  "cts-buffers-inserted": 146,
  "routed-via-count": 19300,
  "netlist_top_cells_count": "1472 x sky130_fd_sc_hd__dfxtp_1, 226 x sky130_fd_sc_hd__mux2_1, 64 x sky130_fd_sc_hd__mux2i_1, 64 x sky130_fd_sc_hd__nand2_1, 64 x sky130_fd_sc_hd__o21ai_1",
  "ioPinCount": 201,
  "fin_tns_setup_ns": -62.40,
  "cp.arrival_ns": 1.90,
  "critical-path-top-delay-family": "flip-flops",
  "worst_path_largest_cell_delay_ns": 0.34,
  "max-cap-violations": 0,
  "post_synthesis_sequential_area_ratio_pct": 85.8,
  "worstPathCellList": "buf_2",
  "first_pass_iters": 6,
  "detailed_place_hpwl_um": 32400,
  "clkPwrFrac_pct": 52.4,
  "synth.largest_area_cell": "sky130_fd_sc_hd__dfxtp_1",
  "vias_in_the_first_global_route": 22200,
  "number_of_setup_violations_in_the_final_report": 96,
  "largest-register": "M8.a2",
  "fin_ws_ns": -0.704,
  "number_of_flip_flops_in_the_largest_register": 256,
  "yosysMostFrequentCell": "sky130_fd_sc_hd__dfxtp_1",
  "ys.flop_type": "sky130_fd_sc_hd__dfxtp_1",
  "largest_registers": "M8.a2 (256), M7.a2 (64)",
  "core.rowCount": 107,
  "floorplan_utilization_pct": 40.4,
  "clk_latency_ns": 0.71,
  "clock_skew_ns": 0.0218,
  "worstPathMaxFanout": 1,
  "clk_pin_slew_worst_paths_ns": 0.03,
  "layout-drive-gt1-share_pct": 18.5,
  "final-hold-violation-count": 0,
  "sw_frac_of_total_pct": 26.7,
  "utilization_pct": 57.7,
  "clockBufferDepth": 3,
  "leakage_nw": 26.8,
  "clock_tree.root_cell": "sky130_fd_sc_hd__clkbuf_16",
  "timing.final.max_slew_violations": 0,
  "core_footprint_mm2": 0.0851,
  "status": "finished, violations left",
  "ff_latch_area_mm2": 0.0295,
  "routed_wl_um": 57200,
  "vdd_ir_drop_max_mv": 1.21,
  "grt_max_degree": 33,
  "cts_tree": "done",
  "design.die.area_mm2": 0.0871,
  "synth_warnings": 8,
  "wl_per_cell_um": 11.2,
  "worst_ep_required_time_ns": 1.20,
  "seq_power_share_pct": 44.8,
  "synth.top_cells.by_area": "sky130_fd_sc_hd__dfxtp_1 86%, sky130_fd_sc_hd__mux2_1 7.4%, sky130_fd_sc_hd__mux2i_1 1.9%",
  "grt_setup_unrepaired": "yes",
  "openroad.warnings": 1031,
  "place_congestion": 0.814,
  "final_area_mm2": 0.0491,
  "slowest_library_cell_on_the_worst_path": "sky130_fd_sc_hd__dfxtp_4",
  "drt_iter0_markers": 574,
  "postRouteAntennaNets": 0,
  "internal_power_mw": 72.1,
  "power.switching_mw": 26.2,
  "critical_path.endpoint_type": "output pin",
  "grt_util_all_layers_pct": 14.1,
  "clock_tree.htree_level_count": 4,
  "placed_cell_area_mm2": 0.0391,
  "hold_path.class": "flop to flop",
  "post_synth_inst_count": 2008,
  "power.density_mw_per_mm2": 2000,
  "failed_checks": "setup timing",
  "post-route-drc-count": 0,
  "area_growth_syn_to_layout_pct": 43.0,
  "dieWidth_um": 295,
  "placement.io_buffers": 199,
  "grt_first_pass_wirelength_um": 93400,
  "globalRouteOverflowTotal": 0,
  "area_of_the_synthesized_netlist_per_yosys_stat_mm2": 0.0344
}
==> kinds of logic after synthesis <==
kind of cell / synth area share [%]
AOI/OAI and AO/OA: 0.932
buffers and inverters: 0.976
DFF: 85.8
muxes: 11.6
and+or+nand+nor: 0.699
==> cell usage in the layout, fill, tap and decap left out <==
cell type / count
sky130_fd_sc_hd__inv_6: 10
sky130_fd_sc_hd__nand2_1: 64
sky130_fd_sc_hd__clkbuf_8: 1
sky130_fd_sc_hd__mux2_1: 3
sky130_fd_sc_hd__clkbuf_16: 149
sky130_fd_sc_hd__mux2i_1: 64
sky130_fd_sc_hd__buf_4: 54
sky130_fd_sc_hd__diode_2: 1
sky130_fd_sc_hd__dfxtp_2: 40
sky130_fd_sc_hd__clkdlybuf4s50_1: 96
sky130_fd_sc_hd__inv_8: 1
sky130_fd_sc_hd__dfxtp_4: 2
sky130_fd_sc_hd__buf_12: 20
sky130_fd_sc_hd__buf_2: 97
sky130_fd_sc_hd__inv_16: 3
sky130_fd_sc_hd__dfxtp_1: 1430
sky130_fd_sc_hd__mux2_2: 32
sky130_fd_sc_hd__buf_6: 4
sky130_fd_sc_hd__bufinv_16: 22
sky130_fd_sc_hd__clkinv_8: 3
sky130_fd_sc_hd__o21ai_1: 64
sky130_fd_sc_hd__clkinvlp_2: 26
sky130_fd_sc_hd__mux2_4: 253
sky130_fd_sc_hd__inv_1: 1504
sky130_fd_sc_hd__inv_4: 15
==> power by group through the flow <==
stage	sequential, mW	clock [mW]	combinational, mW
6_report	44.0	51.5	2.70
4_1_cts	44.1	53.9	2.74
5_1_grt	44.3	58.9	2.91
==> worst paths after layout <==
path                         startpoint  slack (ns)                    end  cells after the start
setup / recovery      M9.a1[11]$_DFF_N_       -0.70                 co[11]                      1
hold / removal    M6.M27.a2[12]$_DFF_N_        0.31  M6.M27.a1[12]$_DFF_N_                      0
setup reg to reg   M6.M11.a1[0]$_DFF_N_        0.51       M9.a2[0]$_DFF_N_                      2
hold reg to reg   M6.M27.a2[12]$_DFF_N_        0.31  M6.M27.a1[12]$_DFF_N_                      0
==> cell type report <==
class | instances | area share [%]
flip-flops and latches | 1472 | 60.1
well taps | 1144 | 2.91
clock buffers | 149 | 7.59
diodes | 1 | 0.00509
repair buffers | 272 | 4.70
clock inverters | 1584 | 13.7
multi-input cells | 480 | 11.0
==> through the flow <==
stage               total power [mW]  hold slack [ns]  instances  setup slack, ns
finish                          98.3            0.305       5102           -0.704
global route                     106            0.297       5102           -0.762
CTS                              101            0.305       5101           -0.762
detailed placement              53.4            0.312       3369           -0.617
global placement                53.4            0.310       3369           -0.609
floorplan                       51.7            0.310       2008           -0.462
==> timing repair <==
item | in CTS | in global routing
setup endpoints to repair | 96 | 96
pin swaps | 0 | 0
gates resized | 341 | 7
hold buffers | 0 | 0
buffers inserted | 0 | 0
==> per-layer routing <==
metal / GRT usage [%] / wire (um)
met1: 18.9 / 29000
met2: 16.7 / 23800
met3: 8.89 / 2980
met4: 10.0 / 1490
met5: 0 / 0
Power is estimated from default activity; no workload was simulated.
