===== flow/run.sh =====
#!/bin/bash
# OpenROAD 26Q1-2900-gdf79404cd8, Yosys 0.63+post, stock flow scripts
make -C /OpenROAD-flow-scripts/flow DESIGN_CONFIG=/design/flow/config.mk WORK_HOME=/design/flow/orfs finish

===== flow/config.mk =====
export PLATFORM = sky130hd
export DESIGN_NAME = buf100
export DESIGN_NICKNAME = buf100
export VERILOG_FILES = /design/flow/design.v
export SDC_FILE = /design/flow/constraint.sdc
export NUM_CORES = 4
export LEC_CHECK = 1
export CORE_AREA = 10 10 149 149
export DIE_AREA = 0 0 159 159

===== flow/constraint.sdc =====
current_design buf100

set clk_period 1.0
set clk_io_pct 0.2

create_clock -name clk0 -period $clk_period [get_ports {clk}]

set non_clock_inputs [all_inputs -no_clocks]
set_input_delay [expr $clk_period * $clk_io_pct] -clock clk0 $non_clock_inputs
set_output_delay [expr $clk_period * $clk_io_pct] -clock clk0 [all_outputs]

===== flow/design.v =====
`timescale 1ns / 1ps
module buf100(
    input [31:0] a_re,
    input [31:0] a_img,
    input [31:0] b_re,
    input [31:0] b_img,
    input clk,
    output reg [31:0] a1_re,
    output reg [31:0] a1_img,
    output reg [31:0] b1_re,
    output reg [31:0] b1_img
    );
always @(posedge clk) begin
a1_re<=a_re;
a1_img<=a_img;
b1_re<=b_re;
b1_img<=b_img;
end
endmodule

==> flow_summary.yaml <==
# synthesis and place-and-route metrics
clocking:
  htreeDepth: 4
  cts_buffer_depth: 2
  clk_pin_slew_worst_paths_ns: 0.05
  cts_tree: "yes"
  cts_sinks: 128
  root_buffer: "clkbuf_16"
  postCtsSetupRepairBufs: 0
  cts_buffers: 17
placed_design:
  dp_hpwl_um: 8150
  dp_cells: 644
  placed_area_um2: 5450
  port_buffers: 256
  gp_congestion: 0.773
power_and_ir_drop:
  p_clk_share_pct: 47.9
  p_leak_nw: 2.38
  powerDensity_nw_per_um2: 2190
  switching_share_pct: 18.7
  combPwrFrac_pct: 6.3
  p_seq_share_pct: 45.9
  total_power_w: 0.0119
  intPower_w: 0.00966
  peakVddDrop_mv: 1.50
  netSwitchingPower_w: 0.00222
worst_setup_path:
  crit_start: "b1_re[11]"
  startpoint_type: "register"
  crit_fanout: 1
  path_depth: 1
  max_stage_delay_ns: 0.31
  critPathSlowestCell: "dfxtp_2"
  cp.buffers_inverters: 1
  crit_end: "b1_re[11]"
  critPathKind: "reg2out"
  worstPathRequired_ns: 0.80
  crit_family: "flip-flops"
  end_kind: "primary output"
  cp.arrival_ns: 0.82
  cp_cell_sequence: "buf_2"
floorplanning:
  fp.coreArea_um2: 18800
  rows: 50
  chipArea_um2: 25300
  fp_util_pct: 13.6
  ios: 257
  fp.dieW_um: 159
  die_h_um: 159
grt:
  globalRouteMet1Util_pct: 7.49
  grt_pass1_vias: 2106
  busiest_layer: "met2"
  grt_max_degree: 17
  gr-usage-met3_pct: 5.51
  grt_usage_pct: 7.55
  grt_pass1_wl_um: 14300
  grt-ovfl-total: 0
  met2_usage_pct: 12.8
  antenna_found_initial: 1
layout:
  drive_gt1_share_pct: 42.3
  final_cells: 676
  syn_to_final_growth_pct: 112
  comb_area_um2: 0
  final_area_um2: 5430
  fillers: 1892
  utilization_pct: 28.8
  multi_input_comb_cells: 0
  seq_area_um2: 2590
run:
  max-cap-violations: 0
  tool_warnings: 27
routing:
  first_pass_iters: 2
  antenna_cells_inserted: 0
  wl_per_cell_um: 14.6
  num_vias: 1969
  ant_nets: 0
  drt_iter0_drc: 49
  viasPerCell: 2.91
  routed_wirelength_um: 9900
  drcViolationCount: 0
synthesis:
  ys_cells: 128
  syn_inst: 128
  yosysWarnings: 1
  netlist_area_um2: 2560
  yosysUniqueCellTypes: 1
  synth_flops: 128
  syn_area_per_cell_um2: 20.0
  yosysSeqAreaShare_pct: 100
  yosys_area_um2: 2560
sta:
  postLayoutSetupSlackWorst_ns: -0.0230
  worstMarginPinSlew_ns: 0.178
  slew_violations: 0
  rsz0062_at_grt: "yes"
  relSlewSlack_pct: 88.2
  timing.final.crit_share_pct: 102
  setup_viol: 44
  fmax_mhz: 978
  finalHoldViolCount: 0
  period_needed_ns: 1.02
run_status:
  status: "finished with violations"
  violations: "negative setup slack"
worst_hold_path:
  hold_class: "in2reg"
## synthesized netlist by cell type (all sizes together)
library cell	number	area [um2]
dfxtp	128	2560
## metal layers
metal  vias to the layer above  part of all wire [%]
met5                         -                  0.13
met1                       873                    35
li1                        948                     -
met4                         2                   1.2
met3                        10                    13
met2                       136                    50
## power groups by stage
stage | clock network [W] | registers (W) | logic (W)
after CTS | 0.00592 | 0.00544 | 0.000762
after global routing | 0.00615 | 0.00547 | 0.000803
final | 0.00569 | 0.00545 | 0.000744
## state kept, by name, indices dropped and copies added (netlist names)
signal	count
b1_re	32
a1_img	32
a1_re	32
b1_img	32
## worst min-delay path by stage
| stage | start | endpoint | cells after the start |
|---|---|---|---|
| 6_report | b_re[12] | b1_re[12] | 1 |
| 5_1_grt | a_img[11] | a1_img[11] | 1 |
| 4_1_cts | b_re[12] | b1_re[12] | 1 |
## kinds of logic (layout without fill, tap and decap cells)
logic type / Yosys count / in the layout / share of synthesized area, %
buffers and inverters: 0 / 288 / 0
flip-flops: 128 / 128 / 100
## stage by stage
stage | setup TNS [ns] | hold slack, ns | setup WS [ns]
floorplan | 0 | 0.228 | 0.538
global placement | -0.0924 | 0.649 | -0.0529
detailed placement | -0.0778 | 0.652 | -0.0529
CTS | -4.24 | 0.197 | -0.0599
global route | -6.94 | 0.194 | -0.0766
finish | -0.337 | 0.231 | -0.0230
## final cells by class
cell class,count,share of cell area [%]
repair buffers,256,36.1
well taps,260,5.99
flip-flops and latches,128,47.7
clock buffers,26,9.20
clock inverters,6,1.01
## cell usage in the layout, fill, tap and decap left out, drive strengths merged
cell type      count
clkdlybuf4s50    128
buf              128
dfxtp            128
clkbuf            26
clkinv             5
bufinv             1
## repair_timing
| action | CTS | global route |
|---|---|---|
| endpoints found under the setup margin | 128 | 128 |
| hold buffers | 0 | 0 |
| gates resized | 432 | 9 |
Power figures rest on the tool's default switching activity, not on a simulated workload.
