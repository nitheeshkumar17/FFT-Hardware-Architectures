==> design.v <==
`timescale 1ns / 1ps
module CSA_3(
    input a,
    input b,
    input c,
    output s,
    output co
    );
wire s1;
xor M1 (s1,a,b);
xor M2 (s,s1,c);
assign co=(a&b)|(b&c)|(c&a);
endmodule
`timescale 1ns / 1ps
module adder12(
    input [11:0] a,
    input [11:0] b,
    output [11:0] s
    );
assign s=a+b;
endmodule
`timescale 1ns / 1ps
module adder18(
    input [17:0] a,
    input [17:0] b,
    output [17:0] s
    );
assign s=a+b;
endmodule
`timescale 1ns / 1ps
module adder24(
    input [23:0] a,
    input [23:0] b,
    output [23:0] s
    );
assign s=a+b;
endmodule
`timescale 1ns / 1ps
module adder36(
    input [35:0] a,
    input [35:0] b,
    output [35:0] s
    );
assign s=a+b;
endmodule
`timescale 1ns / 1ps
module adder6(
    input [5:0] a,
    input [5:0] b,
    output [5:0] s
    );
assign s=a+b;
endmodule
`timescale 1ns / 1ps
module adder9(
    input [8:0] a,
    input [8:0] b,
    output [8:0] s
    );
assign s=a+b;
endmodule
`timescale 1ns / 1ps
module adder_4bit(
    input a,
    input b,
    input c,
    input d,
    output s,
    output c0,
    output c1
    );
wire s1,s2;
xor M1 (s1,a,b);
xor M2 (s2,c,d);
xor M3 (s,s1,s2);
assign c0=(~a&c&d)|(a&~c&d)|(a&b&~d)|(a&~b&c)|(~a&b&c&~d)|(~a&b&~c&d);
assign c1=a&b&c&d;
endmodule
`timescale 1ns / 1ps
module buf120(
    input [11:0] a,
    input [11:0] b,
    input [11:0] c,
    input [11:0] d,
    input clk,
    output reg [11:0] a1,
    output reg [11:0] b1,
    output reg [11:0] c1,
    output reg [11:0] d1
    );
always @(posedge clk) begin
a1<=a;
b1<=b;
c1<=c;
d1<=d;
end
endmodule
`timescale 1ns / 1ps
module buf18(
    input [17:0] a,
    input [17:0] b,
    input clk,
    output reg [17:0] a1,
    output reg [17:0] b1
    );
always @(posedge clk) begin
a1<=a;
b1<=b;
end
endmodule
`timescale 1ns / 1ps
module buf240(
    input [23:0] a,
    input [23:0] b,
    input [23:0] c,
    input [23:0] d,
    input clk,
    output reg [23:0] a1,
    output reg [23:0] b1,
    output reg [23:0] c1,
    output reg [23:0] d1
    );
always @(posedge clk) begin
a1<=a;
b1<=b;
c1<=c;
d1<=d;
end
endmodule
`timescale 1ns / 1ps
module buf29(
    input [47:0] a,
    input clk,
    output reg [23:0] a1
    );
always @(posedge clk) begin
a1<=a[47:24];
end
endmodule
`timescale 1ns / 1ps
module buf36(
    input [35:0] a,
    input [35:0] b,
    input clk,
    output reg [35:0] a1,
    output reg [35:0] b1
    );
always @(posedge clk) begin
a1<=a;
b1<=b;
end
endmodule
`timescale 1ns / 1ps
module buf39(
    input [5:0] a,
    input [5:0] b,
    input [5:0] c,
    input [5:0] d,
    input clk,
    output reg [5:0] a1,
    output reg [5:0] b1,
    output reg [5:0] c1,
    output reg [5:0] d1
    );
always @(posedge clk) begin
a1<=a;
b1<=b;
c1<=c;
d1<=d;
end
endmodule
`timescale 1ns / 1ps
module buf49(
    input [8:0] a,
    input [8:0] b,
    input clk,
    output reg [8:0] a1,
    output reg [8:0] b1
    );
always @(posedge clk) begin
a1<=a;
b1<=b;
end
endmodule
`timescale 1ns / 1ps
module buf99(
    input [23:0] a,
    input [23:0] b,
    input clk,
    output reg [23:0] a1,
    output reg [23:0] b1
    );
always @(posedge clk) begin
a1<=a;
b1<=b;
end
endmodule
`timescale 1ns / 1ps
module half_adder(
    input a,
    input b,
    output s,
    output c
    );
xor M1 (s,a,b);
and M2 (c,a,b);
endmodule
`timescale 1ns / 1ps
module vedic(
    input [23:0] a,
    input [23:0] b,
    input clk,
    output [23:0] c
    );
wire [23:0] a1,b1;
wire [47:0] c1;
buf99 M0 (.a(a),.b(b),.clk(clk),.a1(a1),.b1(b1));
vedic_24x24 M1 (.a(a1),.b(b1),.clk(clk),.c(c1));
buf29   M2 (.a(c1),.clk(clk),.a1(c));
endmodule
`timescale 1ns / 1ps
module vedic_12x12(
    input [11:0] a,
    input [11:0] b,
	 input clk,
    output [23:0] c
    );
wire [11:0] q0,q1,q2,q3,p0,p1,p2,p3;
wire [11:0] t1,t5;
wire [17:0] t2,t3,t4,t6,t7,t8,t9;
vedic_6x6 M0 (.a(a[5:0]),.b(b[5:0]),.clk(clk),.c(q0));
vedic_6x6 M1 (.a(a[11:6]),.b(b[5:0]),.clk(clk),.c(q1));
vedic_6x6 M2 (.a(a[5:0]),.b(b[11:6]),.clk(clk),.c(q2));
vedic_6x6 M3 (.a(a[11:6]),.b(b[11:6]),.clk(clk),.c(q3));
buf120 M7 (.a(q0),.b(q1),.c(q2),.d(q3),.clk(clk),.a1(p0),.b1(p1),.c1(p2),.d1(p3));
assign t1={6'b0,p0[11:6]};
assign t2={6'b0,p2};
assign t3={p3,6'b0};
adder12 M4 (.a(t1),.b(p1),.s(t5));
adder18 M5 (.a(t2),.b(t3),.s(t4));
assign t6={6'b0,t5};
buf18 M9 (.a(t6),.b(t4),.clk(clk),.a1(t8),.b1(t9));
adder18 M6 (.a(t8),.b(t9),.s(t7));
assign c[5:0]=p0[5:0];
assign c[23:6]=t7;
endmodule
`timescale 1ns / 1ps
module vedic_24x24(
    input [23:0] a,
    input [23:0] b,
	 input clk,
    output [47:0] c
    );
wire [23:0] q0,q1,q2,q3,p0,p1,p2,p3;
wire [23:0] t1,t5;
wire [35:0] t2,t3,t4,t6,t7,t8,t9;
wire [47:0] c1;
vedic_12x12 M0 (.a(a[11:0]),.b(b[11:0]),.clk(clk),.c(q0));
vedic_12x12 M1 (.a(a[23:12]),.b(b[11:0]),.clk(clk),.c(q1));
vedic_12x12 M2 (.a(a[11:0]),.b(b[23:12]),.clk(clk),.c(q2));
vedic_12x12 M3 (.a(a[23:12]),.b(b[23:12]),.clk(clk),.c(q3));
buf240 M7 (.a(q0),.b(q1),.c(q2),.d(q3),.clk(clk),.a1(p0),.b1(p1),.c1(p2),.d1(p3));
assign t1={12'b0,p0[23:12]};
assign t2={12'b0,p2};
assign t3={p3,12'b0};
adder24 M4 (.a(t1),.b(p1),.s(t5));
adder36 M5 (.a(t2),.b(t3),.s(t4));
assign t6={12'b0,t5};
buf36 M8 (.a(t6),.b(t4),.clk(clk),.a1(t8),.b1(t9));
adder36 M6 (.a(t8),.b(t9),.s(t7));
assign c[11:0]=p0[11:0];
assign c[47:12]=t7;
endmodule
`timescale 1ns / 1ps
module vedic_3x3(
    input [2:0] a,
    input [2:0] b,
    output [5:0] c
    );
wire [7:0] w;
wire [3:0] co;
assign c[0]=a[0]&b[0];
assign w[0]=a[0]&b[1];
assign w[1]=a[1]&b[0];
assign w[2]=a[2]&b[0];
assign w[3]=a[0]&b[2];
assign w[4]=a[1]&b[1];
assign w[5]=a[2]&b[1];
assign w[6]=a[1]&b[2];
assign w[7]=a[2]&b[2];
half_adder M0 (.a(w[0]),.b(w[1]),.s(c[1]),.c(co[0]));
adder_4bit M1 (.a(w[3]),.b(w[2]),.c(co[0]),.d(w[4]),.s(c[2]),.c0(co[1]),.c1(co[2]));
CSA_3 M2 (.a(w[5]),.b(w[6]),.c(co[1]),.s(c[3]),.co(co[3]));
CSA_3 M3 (.a(w[7]),.b(co[2]),.c(co[3]),.s(c[4]),.co(c[5]));
endmodule
`timescale 1ns / 1ps
module vedic_6x6(
    input [5:0] a,
    input [5:0] b,
	 input clk,
    output [11:0] c
    );
wire [5:0] q0,q1,q2,q3,p0,p1,p2,p3;
wire [5:0] t1,t5;
wire [8:0] t2,t3,t4,t6,t7,t8,t9;
vedic_3x3 M0 (.a(a[2:0]),.b(b[2:0]),.c(q0));
vedic_3x3 M1 (.a(a[5:3]),.b(b[2:0]),.c(q1));
vedic_3x3 M2 (.a(a[2:0]),.b(b[5:3]),.c(q2));
vedic_3x3 M3 (.a(a[5:3]),.b(b[5:3]),.c(q3));
buf39 M7 (.a(q0),.b(q1),.c(q2),.d(q3),.clk(clk),.a1(p0),.b1(p1),.c1(p2),.d1(p3));
assign t1={3'b0,p0[5:3]};
assign t2={3'b0,p2};
assign t3={p3,3'b0};
adder6 M4 (.a(t1),.b(p1),.s(t5));
adder9 M5 (.a(t2),.b(t3),.s(t4));
assign t6={3'b0,t5};
buf49 M8 (.a(t6),.b(t4),.clk(clk),.a1(t8),.b1(t9));
adder9 M6 (.a(t8),.b(t9),.s(t7));
assign c[2:0]=p0[2:0];
assign c[11:3]=t7;
endmodule
==> run.sh <==
#!/bin/bash
# OpenROAD 26Q1-2900-gdf79404cd8, Yosys 0.63+post, stock flow scripts
make -C /OpenROAD-flow-scripts/flow DESIGN_CONFIG=/design/flow/config.mk WORK_HOME=/design/flow/orfs finish
==> config.mk <==
export PLATFORM = sky130hd
export DESIGN_NAME = vedic
export DESIGN_NICKNAME = vedic
export VERILOG_FILES = /design/flow/design.v
export SDC_FILE = /design/flow/constraint.sdc
export NUM_CORES = 4
export LEC_CHECK = 1
export CORE_UTILIZATION = 40
==> constraint.sdc <==
current_design vedic

set clk_period 6.4
set clk_io_pct 0.2

create_clock -name clk0 -period $clk_period [get_ports {clk}]

set non_clock_inputs [all_inputs -no_clocks]
set_input_delay [expr $clk_period * $clk_io_pct] -clock clk0 $non_clock_inputs
set_output_delay [expr $clk_period * $clk_io_pct] -clock clk0 [all_outputs]
==> Slide: Implementation Results <==
Key Metrics from the Run

Power and ir drop
  • Peak supply drop: 0.2551 mV
  • Pwr Density: 429.8 nW/um^2
  • Cell leakage power: 26.76 nW

Floorplan
  • Cell Rows: 132
  • Floorplan core density: 0.4029
  • Die outline width: 363.1 um
  • Number of primary I/O pins: 73
  • Die area: 131900 sq um
  • Std-Cell Core Area: 129500 sq um
  • Die Span Y: 363.1 um

Yosys
  • Unique cell types: 66
  • Main flop type after synthesis: sky130_fd_sc_hd__dfxtp_1
  • Yosys synthesis warning count: 8
  • Fraction of registers with async set/reset: 0
  • Number of cells in Yosys stat: 5262
  • Number of synthesized flops with an enable pin: 0
  • Area reported by Yosys stat: 52170 sq um
  • Synthesized area per cell: 9.914 sq um
  • Flops & latches, synth: 1143
  • Cell Area, Synth: 52170 sq um
  • Part of the Yosys area used for sequential elements: 0.4386
  • Number of instances in the synthesized netlist: 5262

Global routing
  • Number of global-route vias before repair: 32169
  • First-pass GRT wire length: 171.6 mm
  • Initial antenna violation count: 8
  • Overall fraction of global-route tracks in use: 0.1727
  • Maximum number of pins on one net before global-route repair: 42
  • Global route total overflow: 0

Placement
  • Placed cells: 6917
  • Port Buf Inserts: 72
  • GP Congestion: 0.8607
  • Post-DP HPWL: 75.79 mm

Detailed routing
  • First-iteration detailed-routing DRC count: 1423
  • DRC violations left: 0
  • DRT antenna net count: 0
  • Final wirelength: 107.4 mm
  • Drt pass-1 iters: 5
  • Final routed wire length divided by cell count: 15.03 um
  • Drt via density: 4.620
  • Via count: 33018

Cells and area
  • Number of filler instances in the final layout: 11810
  • Synthesis-to-finish area growth: 13.00%
  • Number of standard cells in the layout, taps in and fillers out: 7147
  • MI comb area: 26490 sq um
  • Fraction of layout cells with a size suffix above 1: 0.05277
  • Register Area: 22880 sq um
  • Utilization after layout: 0.4553
  • Leading cell type in the layout, fill and taps excluded: sky130_fd_sc_hd__dfxtp_1
  • Commonest non-fill, non-tap cells in the layout: sky130_fd_sc_hd__dfxtp_1, sky130_fd_sc_hd__inv_1, sky130_fd_sc_hd__ha_1, sky130_fd_sc_hd__nand2_1, sky130_fd_sc_hd__xnor2_1

Clock network
  • Setup repair bufs after CTS: 0
  • Register clock-pin slew on the reported worst setup and hold paths: 0.06 ns
  • TritonCTS clock tree: built
  • CTS H-tree depth: 3
  • Max clock buf depth: 3
  • CTS Buf Count: 120
  • Clock tree root driver cell: sky130_fd_sc_hd__clkbuf_16
  • Post-CTS resize count: 0
  • Later-pin clock latency in the skew report: 0.71 ns
  • Clock sinks: 1143
  • Hold-fix buffer count after cts: 0

Final timing
  • Unrepaired setup endpoints after global routing: no
  • Number of endpoints failing setup at the final stage: 0
  • Slew at the pin with the worst max-slew slack: 0.8505 ns
  • Slew Limit Fails: 0
  • Portion of the clock cycle consumed by the worst path in the final layout: 0.4515
  • Final Hold Violation Tally: 0
  • Total negative setup slack: 0 ns
  • Shortest clock period the worst path allows after layout: 2.889 ns
  • Achievable Freq: 0.3461 GHz
  • Maximum clock skew at final layout: 0.03421 ns
  • Worst slew margin relative to its limit: 0.4322

Min path
  • Type of the most critical hold path: reg2reg

Run
  • Tool warnings: 89
  • Max-Cap Viols: 0

Setup path
  • Arrival time of the worst setup path: 3.54 ns
  • Worst-path fanout max: 40
  • Setup crit start kind: flip-flop
  • Crit path required time: 7.05 ns
  • Type of the worst setup path: reg2reg
  • Reg-to-reg slack, setup: 3.51 ns
  • Category of the worst setup path capture point: flip-flop

Run status
  • Outcome: completed
==> flip-flops by register name, indices dropped and copies added (netlist names), 24 cells and up <==
signal / cells
M1.M7.d1: 24
M0.b1: 24
M2.a1: 24
M1.M7.b1: 24
M0.a1: 24
M1.M7.c1: 24
M1.M8.a1: 24
M1.M8.b1: 36
==> cells by family after synthesis <==
kind of cell | share of synthesized area
AND/OR/NAND/NOR | 0.1366
flip-flops | 0.4386
buffers and inverters | 0.05360
AND-OR/OR-AND | 0.08733
adder cells (fa/ha/maj) | 0.1822
XOR/XNOR | 0.1011
multiplexers | 0.0005756
==> metrics by stage <==
stage	hold slack, ns	total power, mW	worst slack [ns]	cell area [sq um]
after floorplan	0.3096	15.93	3.823	52170
after global placement	0.3100	18.20	3.621	54720
after detailed placement	0.3121	18.26	3.583	54720
after CTS	0.3095	25.65	3.521	58940
after global routing	0.3260	27.19	3.377	58940
final	0.3092	25.33	3.511	58950
==> routing by layer <==
metal / track usage / wire length [um]
met3: 0.04873 / 7547
met4: 0.04708 / 3270
met1: 0.2538 / 51310
met5: 0.0003631 / 0
met2: 0.2567 / 45300
==> critical path, cell delays in order (launching register included) <==
cell and delay (ns):
sky130_fd_sc_hd__dfxtp_1 0.31, sky130_fd_sc_hd__buf_4 0.45, sky130_fd_sc_hd__and2_1 0.49, sky130_fd_sc_hd__buf_4 0.29, sky130_fd_sc_hd__nand2_1 0.07, sky130_fd_sc_hd__a21oi_1 0.15, sky130_fd_sc_hd__o21ai_0 0.11, sky130_fd_sc_hd__fa_1 0.38
sky130_fd_sc_hd__inv_1 0.08, sky130_fd_sc_hd__fa_1 0.41, sky130_fd_sc_hd__inv_1 0.06
==> power breakdown <==
part | leakage, nW | total [mW] | switching (mW) | internal [mW]
sequential | 9.58 | 10.1 | 1.00 | 9.13
combinational | 15.1 | 7.97 | 4.35 | 3.62
clock | 2.07 | 7.22 | 2.84 | 4.39
total | 26.8 | 25.3 | 8.19 | 17.1
==> worst paths after layout <==
check	cells after the start	from	end
setup reg to reg	10	M0.b1[8]	M1.M0.M3.M7.a1[4]
hold reg to reg	0	M1.M7.c1[11]	M1.M8.b1[11]
setup / recovery	10	M0.b1[8]	M1.M0.M3.M7.a1[4]
hold / removal	0	M1.M7.c1[11]	M1.M8.b1[11]
==> synthesized netlist by cell type (all sizes together), types with 6 or more instances <==
master   count  share of area
clkbuf     223          0.016
o21bai      38         0.0055
dfxtp     1143           0.44
xnor2      405          0.068
nor3b       20         0.0029
nand4       72         0.0086
a2111oi     10         0.0017
o21ai      173          0.017
nand3      159          0.015
nand2b      37         0.0044
a21oi      260          0.025
fa         188          0.072
a21o       118          0.017
nor2b       69         0.0083
nor2       107         0.0077
xor2       197          0.033
o311ai       6         0.0010
inv        516          0.037
ha         459           0.11
o211ai      21         0.0030
a21boi      13         0.0019
nand4b       7         0.0012
and3        37         0.0044
a22oi       52         0.0075
nand2      443          0.032
a211oi      13         0.0020
and2       386          0.046
nor3        30         0.0029
==> layout make-up <==
cell class / count / area share
clock buffer: 168 / 0.05879
clock inverter: 58 / 0.01282
sequential: 1143 / 0.3882
inverter: 516 / 0.03286
timing repair buffer: 140 / 0.02089
multi-input combinational: 3376 / 0.4493
tap: 1742 / 0.03697
antenna: 4 / 0.0001698
Power is estimated from default activity; no workload was simulated.
