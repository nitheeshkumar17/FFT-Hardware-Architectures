<file path="design.v">
`timescale 1ns / 1ps
module buf160(
    input [31:0] a,
    input [31:0] b,
    input clk,
    output reg [31:0] a1,
    output reg [31:0] b1
    );
reg [31:0] n [0:21];
reg [31:0] n1 [0:21];
always @(posedge clk) begin
n[0]<=a;
n[1]<=n[0];
n[2]<=n[1];
n[3]<=n[2];
n[4]<=n[3];
n[5]<=n[4];
n[6]<=n[5];
n[7]<=n[6];
n[8]<=n[7];
n[9]<=n[8];
n[10]<=n[9];
n[11]<=n[10];
n[12]<=n[11];
n[13]<=n[12];
n[14]<=n[13];
n[15]<=n[14];
n[16]<=n[15];
n[17]<=n[16];
n[18]<=n[17];
n[19]<=n[18];
n[20]<=n[19];
n[21]<=n[20];
a1<=n[21];
n1[0]<=b;
n1[1]<=n1[0];
n1[2]<=n1[1];
n1[3]<=n1[2];
n1[4]<=n1[3];
n1[5]<=n1[4];
n1[6]<=n1[5];
n1[7]<=n1[6];
n1[8]<=n1[7];
n1[9]<=n1[8];
n1[10]<=n1[9];
n1[11]<=n1[10];
n1[12]<=n1[11];
n1[13]<=n1[12];
n1[14]<=n1[13];
n1[15]<=n1[14];
n1[16]<=n1[15];
n1[17]<=n1[16];
n1[18]<=n1[17];
n1[19]<=n1[18];
n1[20]<=n1[19];
n1[21]<=n1[20];
b1<=n1[21];
end
endmodule
</file>
<file path="run.sh">
#!/bin/bash
# OpenROAD 26Q1-2900-gdf79404cd8, Yosys 0.63+post, stock flow scripts
make -C /OpenROAD-flow-scripts/flow DESIGN_CONFIG=/design/flow/config.mk WORK_HOME=/design/flow/orfs finish
</file>
<file path="config.mk">
export PLATFORM = sky130hd
export DESIGN_NAME = buf160
export DESIGN_NICKNAME = buf160
export VERILOG_FILES = /design/flow/design.v
export SDC_FILE = /design/flow/constraint.sdc
export NUM_CORES = 4
export LEC_CHECK = 1
export CORE_UTILIZATION = 40
</file>
<file path="constraint.sdc">
current_design buf160

set clk_period 1.0
set clk_io_pct 0.2

create_clock -name clk0 -period $clk_period [get_ports {clk}]

set non_clock_inputs [all_inputs -no_clocks]
set_input_delay [expr $clk_period * $clk_io_pct] -clock clk0 $non_clock_inputs
set_output_delay [expr $clk_period * $clk_io_pct] -clock clk0 [all_outputs]
</file>
==> results.sh <==
# source this file to load flow results
export IMPL_n_fill_cell=5714
export IMPL_ioPinCount=129
export IMPL_die_y_um=273
export IMPL_power_density_nw_per_um2=3010
export IMPL_slowest_delay_ns=0.32
export IMPL_regArea_um2=29500
export IMPL_worstSkewPairLatency_ns=0.68
export IMPL_max_cap_violations=0
export IMPL_cts_made_buffers=132
export IMPL_timing_rr_start="n1[0][5]"
export IMPL_diodes=0
export IMPL_grt_max_degree=17
export IMPL_worst_ep_arrival_time_ns=1.11
export IMPL_slew_limit_headroom_pct=84.0
export IMPL_place_gp_congestion=0.705
export IMPL_setup_viol=64
export IMPL_num_rows=99
export IMPL_yosys_area_top_type="dfxtp_1"
export IMPL_routedWlPerCell_um=9.69
export IMPL_tightest_slew_ns=0.240
export IMPL_netlist_cell_type_count=1
export IMPL_cp_data_required_time_ns=0.80
export IMPL_synth_seq_share_pct=100
export IMPL_antenna_found_initial=0
export IMPL_die_w_um=273
export IMPL_edf_count=0
export IMPL_preCtsSetupSlack_ns=0.0121
export IMPL_vdd_drop_max_mv=1.26
export IMPL_port_buffers=128
export IMPL_routed_wl_um=27700
export IMPL_yosys_warnings=3
export IMPL_r2r_end="n1[1][5]"
export IMPL_netlist_instances=1472
export IMPL_tool_warnings=28
export IMPL_finalHoldViolations=0
export IMPL_async_reset_ff_share_pct=0
export IMPL_total_power_w=0.110
export IMPL_worstSetupStartpointType="flip-flop"
export IMPL_initial_core_util_pct=40.4
export IMPL_path_max_fanout=1
export IMPL_dp_cells=2559
export IMPL_grt_pass1_wl_um=45500
export IMPL_clock_path_buffers=3
export IMPL_cts_tree="yes"
export IMPL_dieArea_um2=74800
export IMPL_crit_buf_inv=1
export IMPL_crit_slowest_cell="dfxtp_2"
export IMPL_status="finished, violations left"
export IMPL_drc_errors=0
export IMPL_fin_ws_ns=-0.308
export IMPL_cts_root_buf="clkbuf_16"
export IMPL_cts_max_level=4
export IMPL_path_cells="buf_2"
export IMPL_synth_ff_latch_count=1472
export IMPL_grt_pass1_vias=9437
export IMPL_slew_violations=0
export IMPL_ys_cells=1472
export IMPL_min_delay_start="n1[8][5]"
export IMPL_vias=9425
export IMPL_fin_skew_ns=0.0232
export IMPL_clkTransAtPathRegs_ns=0.06
export IMPL_num_multi_input_gates=0
export IMPL_logic_area_um2=0
export IMPL_min_path_type="flip-flop to flip-flop"
export IMPL_drive_above_1_share_pct=14.5
export IMPL_yosys_area_um2=29500
export IMPL_cp_num_cells=1
export IMPL_r2r_cells=0
export IMPL_grtUsageTotal_pct=7.73
export IMPL_drt_pass1_iterations=4
export IMPL_violations="negative setup slack"
export IMPL_crit_start="a1[22]"
export IMPL_place_area_um2=31900
export IMPL_r2r_slack_ns=0.55
export IMPL_drtAntennaViolNets=0
export IMPL_final_area_um2=36400
export IMPL_drt_first_iter_violations=366
export IMPL_fin_crit_sh_pct=131
export IMPL_top_area_share_pct=100
export IMPL_rsz0062_at_grt="yes"
export IMPL_area_growth_pct=23.7
export IMPL_end_kind="output port"
export IMPL_critPathKind="flip-flop to output port"
export IMPL_crit_family="flip-flops"
export IMPL_core_area_um2=73000
export IMPL_synth_cells_most_frequent="dfxtp_1"
export IMPL_vias_per_cell=3.30
export IMPL_fin_util_pct=49.9
export IMPL_synth_area_um2=29500
export IMPL_most_common_cell="dfxtp_1"
export IMPL_endpoint="a1[22]"
export IMPL_stdcell_count=2855
export IMPL_grt_ovfl_total=0
export IMPL_period_minus_slack_ns=1.31
export IMPL_postCtsSetupBuffers=0
export IMPL_clock_sinks=1472
export IMPL_syn_area_per_cell_um2=20.0
export IMPL_leakage_nw=15.2
export IMPL_dominantRegCellSynth="dfxtp_1"
export IMPL_area_leaders="dfxtp_1"
export IMPL_fmax_mhz=764
report_power, final:
part | internal [W] | total (W) | switching, W
sequential | 0.0618 | 0.0625 | 0.000655
combinational | 0.000462 | 0.000570 | 0.000108
clock | 0.0274 | 0.0466 | 0.0192
total | 0.0897 | 0.110 | 0.0199
routing by layer:
metal | track usage (%) | share of wire [%] | wire [um]
met3 | 2.68 | 6.7 | 1860
met1 | 13.1 | 53 | 14700
met2 | 9.21 | 36 | 10000
met4 | 3.56 | 4.0 | 1100
met5 | 0 | 0 | 0
how the worst min path moves through the flow:
stage	to	slack, ns	cells past startpoint
finish	n1[9][5]	0.31	0
global route	n1[11][13]	0.31	0
CTS	n1[11][13]	0.31	0
registers in the layout (all words and copies together), names as in the netlist:
signal and cells:
n1 704, a1 32, n 704, b1 32
area by class of cell:
type / count / area share (%)
repair buffers: 192 / 4.40
clock buffers: 205 / 10.8
clock inverters: 27 / 0.618
flip-flops and latches: 1472 / 80.9
well taps: 959 / 3.29
placed cells by master (no fill, tap or decap):
master,instances
buf_2,64
bufinv_16,2
clkbuf_1,41
clkbuf_16,134
clkbuf_8,30
clkdlybuf4s50_1,64
clkinv_2,15
clkinv_8,1
clkinvlp_4,4
dfxtp_1,1452
dfxtp_2,20
dlygate4sd3_1,64
inv_6,5
cells by family after synthesis:
kind of cell	synth area share [%]
flip-flops	100
timing repair:
| item | 4_1_cts | 5_1_grt |
|---|---|---|
| endpoints found under the hold margin | 64 | 0 |
| gates resized | 215 | 1 |
| cloned | 0 | 0 |
| endpoints found under the setup margin | 64 | 64 |
| hold buffers | 64 | 0 |
| pin swaps | 0 | 0 |
stage by stage:
step,hold slack (ns),TNS (ns)
5_1_grt,0.315,-21.82
2_1_floorplan,0.228,0
4_1_cts,0.309,-21.83
3_3_place_gp,0.309,0
6_report,0.312,-17.37
3_5_place_dp,0.312,0
